--- design.v ---
module clock_divider #(
    parameter DIVIDER = 2
)(
    input   wire    reset,
    input   wire    clock_in,
    output  reg     clock_out
);
integer count;
always @(posedge clock_in)
begin
    if (reset)
    begin
        count <= 0;
    end
    else if (count == DIVIDER - 1)
    begin
        count <= 0;
    end
    else
    begin
        count <= count + 1;
    end
end
always @(posedge clock_in)
begin
    if (reset)
    begin
        clock_out <= 0;
    end
    else if (count == DIVIDER - 1)
    begin
        clock_out <= ~clock_out;
    end
end
endmodule
module rmii 
(
    input   wire        reset,
    input   wire        phy_ref_clk,
    output  reg  [1:0]  phy_txd,
    output  wire        phy_tx_en,
    input   wire [1:0]  phy_rxd,
    input   wire        phy_rx_er,
    input   wire        phy_crs_dv,
    input   wire        mac_tx_er,
    input   wire [7:0]  mac_txd,
    input   wire        mac_tx_en,
    output  wire        mac_tx_clk,
    output  wire        mac_col,
    output  reg  [7:0]  mac_rxd,
    output  wire        mac_rx_er,
    output  wire        mac_rx_clk,
    output  wire        mac_crs,
    output  wire        mac_rx_dv
);
reg [1:0] tx_index;
reg [1:0] rx_index;
assign phy_tx_er    = mac_tx_er;
assign phy_tx_en    = mac_tx_en;
assign mac_col      = phy_crs_dv & mac_tx_en;
assign mac_rx_er    = phy_rx_er;
assign mac_crs      = phy_crs_dv;
assign mac_rx_dv    = phy_crs_dv;
clock_divider #(.DIVIDER(4)) clk_div
(
    .reset(reset),
    .clock_in(phy_ref_clk),
    .clock_out(mac_tx_clk)
);
assign mac_rx_clk = mac_tx_clk;
always @(posedge phy_ref_clk)
begin
    if (reset)
    begin
        tx_index <= 0;
    end
    else if (mac_tx_en && tx_index < 3)
    begin
        tx_index <= tx_index + 1;
    end
    else
    begin
        tx_index <= 0;
    end
end
always @(posedge phy_ref_clk)
begin
    if (reset)
    begin
        phy_txd <= 0;
    end
    else
    begin
        phy_txd <= mac_txd[tx_index*2+:2];
    end
end
always @(posedge phy_ref_clk)
begin
    if (reset)
    begin
        rx_index <= 0;
    end
    else if (phy_crs_dv && rx_index < 3)
    begin
        rx_index <= rx_index + 1;
    end
    else
    begin
        rx_index <= 0;
    end
end
always @(posedge phy_ref_clk)
begin
    if (reset)
    begin
        mac_rxd <= 0;
    end
    else
    begin
        mac_rxd[rx_index*2+:2] <= phy_rxd;
    end
end
endmodule
--- run.sh ---
#!/bin/bash
# OpenROAD 26Q1-2900-gdf79404cd8, Yosys 0.63+post, stock flow scripts
make -C /OpenROAD-flow-scripts/flow DESIGN_CONFIG=/design/flow/config.mk WORK_HOME=/design/flow/orfs finish
--- config.mk ---
export PLATFORM = sky130hd
export DESIGN_NAME = rmii
export DESIGN_NICKNAME = rmii
export VERILOG_FILES = /design/flow/design.v
export SDC_FILE = /design/flow/constraint.sdc
export NUM_CORES = 4
export LEC_CHECK = 1
export CORE_AREA = 10 10 113 113
export DIE_AREA = 0 0 123 123
--- constraint.sdc ---
current_design rmii

set clk_period 4.8
set clk_io_pct 0.2

create_clock -name clk0 -period $clk_period [get_ports {phy_ref_clk}]

set non_clock_inputs [all_inputs -no_clocks]
set_input_delay [expr $clk_period * $clk_io_pct] -clock clk0 $non_clock_inputs
set_output_delay [expr $clk_period * $clk_io_pct] -clock clk0 [all_outputs]
==> results.json <==
{
  "status": "completed",
  "grt_max_degree": 33,
  "arrival_ps": 2100,
  "slew_viol_final": 0,
  "timing.slew.headroom": 0.614,
  "p_per_area_nw_per_um2": 275,
  "setup_violations": 0,
  "dominantRegCellSynth": "dfxtp_1",
  "core_um2": 10300,
  "cts_tree": "yes",
  "layout.area.comb_um2": 1200,
  "r2r_cells": 5,
  "yosysSeqAreaShare": 0.421,
  "dp_cells": 404,
  "drt-pass1-iter-count": 4,
  "drt_iter0_markers": 59,
  "globalRouteOverflowTotal": 0,
  "combinationalPowerShare": 0.073,
  "netlist-cell-type-count": 31,
  "postCtsHoldBufs": 0,
  "antenna-diode-count": 0,
  "hold_ws_ps": 478,
  "p_int_w": 0.000599,
  "critPathLaunchType": "input pin",
  "warning_count": 31,
  "p_leak_nw": 0.846,
  "fp_util": 0.217,
  "final.setup_skew_ps": 6.03,
  "grt_pass1_vias": 1665,
  "post-cts-setup-buffer-count": 0,
  "hold_path_class": "reg2reg",
  "whs_path_depth": 2,
  "hpwl_mm": 3.39,
  "rsz0062_at_grt": "false",
  "clkPwrFrac": 0.393,
  "setup_tns_ps": 0,
  "synthArstFlopShare": 0,
  "die_h_um": 123,
  "min_from": "mac_rxd[6]",
  "period_needed_ps": 3060,
  "io_buffers": 29,
  "tightest_slew_ps": 577,
  "cp-end-kind": "output port",
  "die_x_um": 123,
  "wire_per_inst_um": 11.3,
  "fmax_ghz": 0.327,
  "cts_max_level": 2,
  "syn_avg_cell_area_um2": 8.91,
  "switching_share": 0.211,
  "cts.clk_slew.worst_paths_ps": 90,
  "cts_resized": 0,
  "timing.rr.start": "clk_div.count[0]",
  "row_count": 37,
  "gp_congestion": 0.825,
  "cts_buffer_depth": 2,
  "vdd_drop_max_uv": 105,
  "period_used_share": 0.637,
  "ff_latch_area_um2": 941,
  "required_ps": 3840,
  "grt_antenna_before_repair": 0,
  "numSynthFlops": 47,
  "cts_made_buffers": 5,
  "ant_nets": 0,
  "p_seq_frac": 0.534,
  "netlist_instances": 251,
  "drt-total-wl_mm": 4.64,
  "cp_max_fo": 5,
  "r2r_end": "clk_div.count[28]",
  "vias": 1870,
  "finalPower_w": 0.000759,
  "cts-root-buf": "clkbuf_8",
  "yosysCellCount": 251,
  "area_growth_pct": 23.3,
  "holdPathEnd": "mac_rxd[6]",
  "grt_usage": 0.0599,
  "final_util": 0.267,
  "clock_sinks": 47,
  "n_fill_cell": 1085,
  "yosys_area_um2": 2240,
  "boundaryPins": 33,
  "worst-setup-path-type": "in2out",
  "yosysWarnings": 3,
  "synth-edff-count": 0,
  "maxCapViolCount": 0,
  "die-area_um2": 15100,
  "p_sw_w": 0.000160,
  "drcViolationCount": 0,
  "hold_viol_final": 0,
  "grt_pass1_wl_mm": 7.82,
  "stdcell_count": 412,
  "drive_gt1_frac": 0.0507,
  "synth_area_um2": 2240,
  "vias_per_cell": 4.54,
  "ff2ff_setup_slack_ps": 2450,
  "clock.latency.late_pin_ps": 290
}
==> synth_stat cells (3+ instances only) <==
master	n	share of area
inv_1	9	0.015
or3_1	9	0.025
nor2b_1	6	0.017
nand2_1	9	0.015
nor2_1	25	0.042
nor4b_1	3	0.012
clkbuf_1	7	0.012
o21ai_0	7	0.016
ha_1	8	0.045
a21oi_1	25	0.056
nor4_1	9	0.025
and4_1	4	0.016
buf_4	5	0.017
nand4_1	9	0.025
nor3_1	4	0.0090
nor4bb_1	3	0.013
nand2b_1	4	0.011
dfxtp_1	47	0.42
nand3_1	10	0.022
o31ai_1	10	0.034
or4_1	13	0.044
xnor2_1	13	0.051
==> layout make-up <==
type | count | area share
sequential | 47 | 0.341
clock buffer | 6 | 0.0300
timing repair buffer | 30 | 0.108
inverter | 9 | 0.0123
tap | 136 | 0.0617
clock inverter | 2 | 0.0127
multi-input combinational | 182 | 0.434
==> flip-flops by register name, indices dropped and copies added (netlist names) <==
signal / flops
clk_div.count: 32
mac_rxd: 8
phy_txd: 2
rx_index: 2
tx_index: 2
clk_div.clock_out: 1
==> stage by stage <==
stage | setup slack [ps] | cell area (um2)
floorplan | 2770 | 2240
global placement | 1720 | 2640
detailed placement | 1720 | 2640
CTS | 1720 | 2760
global route | 1670 | 2760
finish | 1740 | 2760
==> metal layers <==
metal / part of all wire / global-route usage / vias to the layer above / wire [um]
met5: 0 / 0 / - / 0
met4: 0.0037 / 0.00509 / 0 / 17
met3: 0.033 / 0.0162 / 2 / 153
met2: 0.45 / 0.0884 / 15 / 2070
met1: 0.52 / 0.0899 / 881 / 2400
li1: - / - / 972 / -
==> how the worst max path moves through the flow <==
stage	from	end	slack, ps	depth (start not counted)
global route	phy_crs_dv	mac_col	1670	3
finish	phy_crs_dv	mac_col	1740	3
CTS	phy_crs_dv	mac_col	1720	3
==> power by group through the flow <==
stage         registers [W]  clock network [W]  logic (W)
CTS                0.000406           0.000307  0.0000564
global route       0.000407           0.000326  0.0000627
finish             0.000406           0.000298  0.0000553
==> layout by cell type (no fill, tap or decap), drive strengths merged, types with 10 or more instances in the layout <==
master,synthesis,final
nand3,10,10
o31ai,10,10
xnor2,13,13
nand4,10,10
dfxtp,47,47
clkdlybuf4s50,0,29
a21oi,25,25
or4,13,13
nor2,25,25
==> worst max-delay path: stages <==
cell,delay (ps)
clkdlybuf4s50_1,530
and2_1,140
clkdlybuf4s50_1,460
==> kinds of logic after synthesis <==
logic type,synth area share
simple gates,0.305
flops,0.421
compound gates,0.109
buf+inv,0.0459
xor+xnor,0.0548
fa+ha+maj,0.0448
mux,0.0201
No activity file was given, so power comes from the tool's default toggle rates.
