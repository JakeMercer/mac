===== /design/flow/run.sh =====
#!/bin/bash
# OpenROAD 26Q1-2900-gdf79404cd8, Yosys 0.63+post, stock flow scripts
make -C /OpenROAD-flow-scripts/flow DESIGN_CONFIG=/design/flow/config.mk WORK_HOME=/design/flow/orfs finish

===== /design/flow/config.mk =====
export PLATFORM = sky130hd
export DESIGN_NAME = mii
export DESIGN_NICKNAME = mii
export VERILOG_FILES = /design/flow/design.v
export SDC_FILE = /design/flow/constraint.sdc
export NUM_CORES = 4
export LEC_CHECK = 1
export CORE_UTILIZATION = 50

===== /design/flow/constraint.sdc =====
current_design mii

set clk_period 6.3
set clk_io_pct 0.2

create_clock -name clk0 -period $clk_period [get_ports {phy_rx_clk}]
create_clock -name clk1 -period $clk_period [get_ports {phy_tx_clk}]

set non_clock_inputs [all_inputs -no_clocks]
set_input_delay [expr $clk_period * $clk_io_pct] -clock clk0 $non_clock_inputs
set_output_delay [expr $clk_period * $clk_io_pct] -clock clk0 [all_outputs]

===== /design/flow/design.v =====
module clock_divider #(
    parameter DIVIDER = 2
)(
    input   wire    reset,
    input   wire    clock_in,
    output  reg     clock_out
);
integer count;
always @(posedge clock_in)
begin
    if (reset)
    begin
        count <= 0;
    end
    else if (count == DIVIDER - 1)
    begin
        count <= 0;
    end
    else
    begin
        count <= count + 1;
    end
end
always @(posedge clock_in)
begin
    if (reset)
    begin
        clock_out <= 0;
    end
    else if (count == DIVIDER - 1)
    begin
        clock_out <= ~clock_out;
    end
end
endmodule
module mii 
(
    input   wire        reset,
    output  wire        phy_tx_er,
    output  reg  [3:0]  phy_txd,
    output  wire        phy_tx_en,
    input   wire        phy_tx_clk,
    input   wire        phy_col,
    input   wire [3:0]  phy_rxd,
    input   wire        phy_rx_er,
    input   wire        phy_rx_clk,
    input   wire        phy_crs,
    input   wire        phy_rx_dv,
    input   wire        mac_tx_er,
    input   wire [7:0]  mac_txd,
    input   wire        mac_tx_en,
    output  wire        mac_tx_clk,
    output  wire        mac_col,
    output  reg  [7:0]  mac_rxd,
    output  wire        mac_rx_er,
    output  wire        mac_rx_clk,
    output  wire        mac_crs,
    output  wire        mac_rx_dv
);
reg tx_index;
reg rx_index;
assign phy_tx_er    = mac_tx_er;
assign phy_tx_en    = mac_tx_en;
assign mac_col      = phy_col;
assign mac_rx_er    = phy_rx_er;
assign mac_crs      = phy_crs;
assign mac_rx_dv    = phy_rx_dv;
clock_divider #(.DIVIDER(2)) clk_div_tx
(
    .reset(reset),
    .clock_in(phy_tx_clk),
    .clock_out(mac_tx_clk)
);
clock_divider #(.DIVIDER(2)) clk_div_rx
(
    .reset(reset),
    .clock_in(phy_rx_clk),
    .clock_out(mac_rx_clk)
);
always @(posedge phy_tx_clk)
begin
    if (reset)
    begin
        tx_index <= 0;
    end
    else
    begin
        tx_index <= ~tx_index;
    end
end
always @(posedge phy_tx_clk)
begin
    if (reset)
    begin
        phy_txd <= 0;
    end
    else
    begin
        phy_txd <= mac_txd[tx_index*4+:4];
    end
end
always @(posedge phy_rx_clk)
begin
    if (reset)
    begin
        rx_index <= 0;
    end
    else
    begin
        rx_index <= ~rx_index;
    end
end
always @(posedge phy_rx_clk)
begin
    if (reset)
    begin
        mac_rxd <= 0;
    end
    else
    begin
        mac_rxd[rx_index*4+:4] <= phy_rxd;
    end
end
endmodule

==> run summary <==
Implementation results.

The run finished with clean final reports. Yosys reported that registers with async set or reset make up 0. The count of input and output buffers is 27. Per the OpenROAD floorplan log, the height of the die is 88.6 µm. The largest voltage drop on the vdd net is 0.000274 V.

After legalization and detailed placement, the total HPWL measured 5200 µm. The TritonCTS sink count is 80. The launching element type of the critical path is an input pin. The routed layout has 3169 vias.

Setup repair after global routing left no endpoint under its margin. The sequential-to-total area share from yosys stat is 0.427. The post-route core utilization is 0.588.

The sum of overflow across all layers after global routing is 0. Post-CTS repair ended up resizing 0 cells. Before any placement, the netlist area is recorded as 3750 µm². The path category of the worst min-delay check is reg -> reg.

For the worst setup path, the data arrival time is 2.96 ns. The yosys warning tally is 2. The average wire per cell in the routed design is 14.1 µm. Listed in order, past its start point the critical path passes clkdlybuf4s50_1, o21bai_2, buf_4, o21ba_2.

The core outline area is 7250 µm². TritonCTS built the clock tree. The sum of buffers and inverters on the critical path is 2. By instance count, the leading cell after synthesis is sky130_fd_sc_hd__dfxtp_1. The transition time recorded at the tightest slew-check pin is 0.683 ns. Max-cap violations in this run came to 0.

The via count of the first global-routing pass is 2798. Looking at the worst setup and hold paths, the clock pins of their registers show a slew of 0.08 ns. The number of search-and-repair iterations in the first detailed-routing pass is 4. The worst setup path is of the in -> reg kind. The synthesized netlist has a Yosys-reported chip area of 3750 µm². For this design the top-level I/O count stands at 41. Per the hold report, the tightest min-delay path originates at clk_div_tx.count[0]$_SDFF_PP0_. In this run, synthesis produced a sequential element count of 80.

The number of flops mapped to enable cells by yosys is 0. The initial antenna violation count is 0. The required time at the worst-slack endpoint is 6.49 ns. Yosys mapped the design onto 32 distinct sky130hd cell types. Per the synthesis report, the dominant area consumer among library cells is sky130_fd_sc_hd__dfxtp_1. The total global-route track usage is 0.207. The cell family with the largest share of critical-path delay is buffers and inverters. Endpoints with negative setup slack in the final report add up to 0.

The fraction of final layout cells with drive strength greater than 1 is 0.0515. The analysis attributes to cell leakage a power of 1.41 nW. The critical-path cell with the highest stage delay is sky130_fd_sc_hd__clkdlybuf4s50_1. The total count of hold-check failures in the final report is 0. The via-per-instance ratio is 5.80. The gate count of the mapped netlist is 427. Across all stage logs, warnings added up to 29.

The final max-slew violation count is 0. The total antenna diodes in the routed design is 0. The final wirelength is 7690 µm. The post-route clock skew is 0.00654 ns.

The worst register-to-register path begins at clk_div_rx.count[2]$_SDFF_PP0_. After floorplanning, the core was divided into 31 placement rows. The final weighted congestion recorded by global placement is 0.823. The count of nets left with antenna violations after detail routing is 0. The area growth from synthesis to layout is 13.7%.

The critical path maximum fanout is 31. For this design, the CTS-stage hold fixing added 0 buffers. Once the clock tree was built, the setup fixing pass inserted 0 buffers. The synthesized area per cell is 8.78 µm². The power per unit of standard cell area is 240 nW/µm². Across all checked pins, the minimum headroom to the slew limit is 0.543. In the synthesized netlist the dominant register cell turns out to be sky130_fd_sc_hd__dfxtp_1. OpenSTA lists the critical path startpoint as reset. By count the netlist is led by 80 x sky130_fd_sc_hd__dfxtp_1, 46 x sky130_fd_sc_hd__nor2_1, 34 x sky130_fd_sc_hd__a21oi_1. The horizontal die dimension reported for this design is 88.6 µm. TritonRoute reported its final design rule violation total as 0. Per the OpenROAD floorplan log, the area of the die is 7850 µm². The number of DRC markers in iteration 0 is 102. The cell count in the Yosys report is 427.

The largest net degree at the start of global routing is 32. The proportion of netlist area held by the largest area contributor is 0.427. The kind of end point of the critical path is a register.

Among all stages on the critical path, the maximum delay recorded is 0.91 ns. After layout, the design draws a total of 1.02 mW. Fill cells in the final layout number 632.

The setup TNS is 0 ns. The main area contributors are sky130_fd_sc_hd__dfxtp_1 43%, sky130_fd_sc_hd__o31ai_1 5.0%, sky130_fd_sc_hd__or4_1 5.0%. The floorplan step records an initial core utilization of 0.517. The first global-routing pass estimated 12600 µm of wire.
power by group:
group,leakage [nW],internal (mW),switching (mW)
Combinational,0.646,0.0373,0.0349
Clock,0.117,0.247,0.175
Sequential,0.649,0.518,0.0112
Total,1.41,0.803,0.221
state kept, by name, summed over array words and instances (netlist names), named ones only:
register and flops:
clk_div_rx.count 32, clk_div_rx.clock_out 1, phy_txd 4, clk_div_tx.clock_out 1, tx_index 1, rx_index 1
clk_div_tx.count 32
layout make-up:
class	count	area, µm²	share of cell area
multi-input combinational	316	2000	0.469
tap	99	124	0.0291
timing repair buffer	29	285	0.0669
clock buffer	12	155	0.0364
clock inverter	4	73.8	0.0173
sequential	80	1600	0.376
inverter	6	22.5	0.00528
worst paths after layout:
path,endpoint,slack (ns),cells after the start
worst min-delay path,clk_div_tx.count[0]$_SDFF_PP0_,0.46,1
worst max-delay path,clk_div_rx.count[30]$_SDFF_PP0_,3.53,4
min in group clk0,clk_div_rx.count[0]$_SDFF_PP0_,0.50,1
worst min register to register,clk_div_tx.count[0]$_SDFF_PP0_,0.46,1
worst max register to register,clk_div_rx.count[31]$_SDFF_PP0_,4.20,4
max in group clk1,clk_div_tx.count[3]$_SDFF_PP0_,3.63,4
per-stage QoR:
| step | cell area [µm²] | hold WS, ns | worst slack [ns] | instances |
|---|---|---|---|---|
| 6_report | 4260 | 0.463 | 3.53 | 546 |
| 5_1_grt | 4260 | 0.506 | 3.44 | 546 |
| 4_1_cts | 4260 | 0.471 | 3.53 | 546 |
| 3_5_place_dp | 4030 | 0.455 | 3.20 | 530 |
| 3_3_place_gp | 4030 | 0.440 | 3.22 | 530 |
| 2_1_floorplan | 3750 | 0.429 | 3.68 | 427 |
metal layers:
metal	GRT usage	wire, µm
met3	0.0265	239
met5	0	0
met1	0.281	3550
met4	0.0337	118
met2	0.366	3780
placed cells by master, fill, tap and decap left out, drive strengths merged, types with 4 or more instances in the layout:
cell type      count
dfxtp             80
nor2              46
a21oi             34
clkdlybuf4s50     27
nand2             26
o31ai             25
or4               25
nand4             24
xor2              19
nor4              17
nand3             17
mux2i             14
and4              14
and3              13
clkbuf            12
o21ai             11
or3                9
inv                6
xnor2              6
ha                 4
cell families after synthesis:
kind of cell / share of synthesized area
simple gates: 0.303
flops: 0.427
compound gates: 0.119
buf+inv: 0.0414
xor+xnor: 0.0584
mux: 0.0374
fa+ha+maj: 0.0134
worst reg2reg max path, stage by stage (launching register included):
cell and delay (ns):
sky130_fd_sc_hd__dfxtp_1 0.49, sky130_fd_sc_hd__and4_1 0.45, sky130_fd_sc_hd__nand3_1 0.27, sky130_fd_sc_hd__nor4_1 0.59, sky130_fd_sc_hd__mux2i_1 0.25
No activity file was given, so power comes from the tool's default toggle rates.
