<file path="design/flow/config.mk">
export PLATFORM = sky130hd
export DESIGN_NAME = station_management
export DESIGN_NICKNAME = station_management
export VERILOG_FILES = /design/flow/design.v
export SDC_FILE = /design/flow/constraint.sdc
export NUM_CORES = 4
export LEC_CHECK = 1
export CORE_UTILIZATION = 50
</file>
<file path="design/flow/constraint.sdc">
current_design station_management

set clk_period 4.8
set clk_io_pct 0.2

create_clock -name clk0 -period $clk_period [get_ports {clock}]

set non_clock_inputs [all_inputs -no_clocks]
set_input_delay [expr $clk_period * $clk_io_pct] -clock clk0 $non_clock_inputs
set_output_delay [expr $clk_period * $clk_io_pct] -clock clk0 [all_outputs]
</file>
<file path="design/flow/design.v">
module station_management 
#(
    parameter STATE_IDLE            = 4'd0,
    parameter STATE_PREAMBLE        = 4'd1,
    parameter STATE_START_OF_FRAME  = 4'd2,
    parameter STATE_OPCODE          = 4'd3,
    parameter STATE_PHY_ADDRESS     = 4'd4,
    parameter STATE_REG_ADDRESS     = 4'd5,
    parameter STATE_TURNAROUND      = 4'd6,
    parameter STATE_DATA            = 4'd7,
    parameter STATE_OK              = 4'd8,    
    parameter READ                  = 1'b0,
    parameter WRITE                 = 1'b1
)(
    input   wire reset,
    input   wire clock,
    output  wire mdc,
    inout   wire mdio,
    input   wire mode,
    input   wire begin_transaction,
    input   wire [4:0] phy_address,
    input   wire [4:0] reg_address,
    input   wire [15:0] data_in,
    output  reg  [15:0] data_out
);
localparam start_of_frame   = 2'b01;
localparam turnaround       = 2'b10;
reg [3:0] state;
reg [3:0] next_state;
reg mdio_data;
reg writing;
reg [1:0] opcode;
reg [15:0] data_read;
reg [4:0] preamble_counter;
reg       start_of_frame_counter;
reg       opcode_counter;
reg [2:0] phy_address_counter;
reg [2:0] reg_address_counter;
reg       turnaround_counter;
reg [3:0] data_counter;
assign mdc = clock;
assign mdio = (writing) ? mdio_data : 1'bz;
always @(posedge mdc)
    if (reset)
        state <= STATE_IDLE;
    else
        state <= next_state;
always @(*)
    case(state)
        STATE_IDLE:
            if ( begin_transaction )
                next_state <= STATE_PREAMBLE;
            else
                next_state <= STATE_IDLE;
        STATE_PREAMBLE:
            if (preamble_counter == 5'b0)
                next_state <= STATE_START_OF_FRAME;
            else
                next_state <= STATE_PREAMBLE;
        STATE_START_OF_FRAME:
            if (start_of_frame_counter == 0)
                next_state <= STATE_OPCODE;
            else
                next_state <= STATE_START_OF_FRAME;
        STATE_OPCODE:
            if (opcode_counter == 0)
                next_state <= STATE_PHY_ADDRESS;
            else
                next_state <= STATE_OPCODE;
        STATE_PHY_ADDRESS:
            if (phy_address_counter == 0)
                next_state <= STATE_REG_ADDRESS;
            else
                next_state <= STATE_PHY_ADDRESS;
        STATE_REG_ADDRESS:
            if (reg_address_counter == 0)
                next_state <= STATE_TURNAROUND;
            else
                next_state <= STATE_REG_ADDRESS;
        STATE_TURNAROUND:
            if (turnaround_counter == 0)
                next_state <= STATE_DATA;
            else
                next_state <= STATE_TURNAROUND;
        STATE_DATA:
            if (data_counter == 0)
                next_state <= STATE_OK;
            else
                next_state <= STATE_DATA;
        STATE_OK:
            next_state <= STATE_IDLE;
        default:
            next_state <= STATE_IDLE;
    endcase
always @(*)
    case(state)
        STATE_IDLE:
            mdio_data <= 0;
        STATE_PREAMBLE:
            mdio_data <= 1;
        STATE_START_OF_FRAME:
            mdio_data <= start_of_frame[start_of_frame_counter-:1];
        STATE_OPCODE:
            mdio_data <= opcode[opcode_counter-:1];
        STATE_PHY_ADDRESS:
            mdio_data <= phy_address[phy_address_counter-:1];
        STATE_REG_ADDRESS:
            mdio_data <= reg_address[reg_address_counter-:1];
        STATE_TURNAROUND:
            mdio_data <= turnaround[turnaround_counter-:1];
        STATE_DATA:
            mdio_data <= data_in[data_counter-:1];
        default:
            mdio_data <= 0;
    endcase
always @(posedge mdc)
    if (state == STATE_DATA && mode == READ)
        data_read[data_counter-:1] <= mdio;
always @(*)
    if (state == STATE_OK)
    begin
        data_out <= data_read;
    end
always @(*)
    if ((state == STATE_TURNAROUND && mode == READ) ||
        (state == STATE_DATA       && mode == READ))
        writing <= 0;
    else
        writing <= 1;
always @(*)
    if (mode == READ)
        opcode <= 2'b10;
    else
        opcode <= 2'b01;
always @(posedge mdc)
    if (reset)
        preamble_counter <= 5'd31;
    else if (state == STATE_PREAMBLE)
        preamble_counter <= preamble_counter - 1;
    else
        preamble_counter <= 5'd31;
always @(posedge mdc)
    if (reset)
        start_of_frame_counter <= 1'b1;
    else if (state == STATE_START_OF_FRAME)
        start_of_frame_counter <= 1'b0;
    else
        start_of_frame_counter <= 1'b1;
always @(posedge mdc)
    if (reset)
        opcode_counter <= 1'b1;
    else if (state == STATE_OPCODE)
        opcode_counter <= 1'b0;
    else
        opcode_counter <= 1'b1;
always @(posedge mdc)
    if (reset)
        phy_address_counter <= 3'd4;
    else if (state == STATE_PHY_ADDRESS)
        phy_address_counter <= phy_address_counter - 1;
    else
        phy_address_counter <= 3'd4;
always @(posedge mdc)
    if (reset)
        reg_address_counter <= 3'd4;
    else if (state == STATE_REG_ADDRESS)
        reg_address_counter <= reg_address_counter - 1;
    else
        reg_address_counter <= 3'd4;
always @(posedge mdc)
    if (reset)
        turnaround_counter <= 1'b1;
    else if (state == STATE_TURNAROUND)
        turnaround_counter <= 1'b0;
    else
        turnaround_counter <= 1'b1;
always @(posedge mdc)
    if (reset)
        data_counter <= 4'd15;
    else if (state == STATE_DATA)
        data_counter <= data_counter - 1;
    else
        data_counter <= 4'd15;
endmodule
</file>
<file path="design/flow/run.sh">
#!/bin/bash
# OpenROAD 26Q1-2900-gdf79404cd8, Yosys 0.63+post, stock flow scripts
make -C /OpenROAD-flow-scripts/flow DESIGN_CONFIG=/design/flow/config.mk WORK_HOME=/design/flow/orfs finish
</file>
==> flow_summary.html <==
<h3>Run summary</h3>
<table>
<tr><th>Metric</th><th>Value</th></tr>
<tr><th colspan="2">Outcome</th></tr>
<tr><td>Outcome</td><td>did not finish</td></tr>
<tr><td>Error text reported by the tool</td><td>[error] [KeplerFormal.cpp:679] Workflow failed: Iso has multiple drivers: .mdio0, _220_.X0</td></tr>
<tr><td>Step where the flow halted</td><td>clock tree synthesis</td></tr>
<tr><th colspan="2">Synthesis</th></tr>
<tr><td>Register bit count reported by yosys</td><td>59</td></tr>
<tr><td>Unique cell type count in the Yosys netlist</td><td>44</td></tr>
<tr><td>EDFF count, synth</td><td>16</td></tr>
<tr><td>Cell count listed in synth_stat.txt</td><td>228</td></tr>
<tr><td>Synthesized cell area</td><td>0.00245 mm2</td></tr>
<tr><td>Chip area estimate from yosys synthesis</td><td>0.00245 mm2</td></tr>
<tr><td>Biggest area consumer among synthesized cells</td><td>sky130_fd_sc_hd__dfxtp_1</td></tr>
<tr><td>Synth top area cells</td><td>sky130_fd_sc_hd__dfxtp_1 22%, sky130_fd_sc_hd__edfxtp_1 20%, sky130_fd_sc_hd__dlxtp_1 9.8%, sky130_fd_sc_hd__ha_1 5.6%, sky130_fd_sc_hd__nand2b_1 3.8%</td></tr>
<tr><td>Ys async rst share</td><td>0%</td></tr>
<tr><td>Flip-flop cell with the highest count after synthesis</td><td>sky130_fd_sc_hd__dfxtp_1</td></tr>
<tr><td>Number of warnings printed during yosys synthesis</td><td>2</td></tr>
<tr><td>Per-instance average area after synthesis</td><td>10.8 um2</td></tr>
<tr><td>Post-synthesis instance total</td><td>228</td></tr>
<tr><td>Top cell area share</td><td>22.0%</td></tr>
<tr><th colspan="2">Final timing</th></tr>
<tr><td>Number of unconstrained endpoints</td><td>32</td></tr>
<tr><td>Register pins left without a clock</td><td>16</td></tr>
<tr><th colspan="2">Placed design</th></tr>
<tr><td>Placed standard-cell area</td><td>0.00295 mm2</td></tr>
<tr><td>Input/output buffers</td><td>46</td></tr>
<tr><td>Number of cells after detailed placement</td><td>335</td></tr>
<tr><td>Placer's final routability congestion estimate</td><td>0.768</td></tr>
<tr><td>Placed wire-length estimate after detailed placement</td><td>3240 um</td></tr>
<tr><th colspan="2">Floorplanning</th></tr>
<tr><td>Initial Util</td><td>52.0%</td></tr>
<tr><td>Placement row count</td><td>25</td></tr>
<tr><td>I/O pin cnt</td><td>48</td></tr>
<tr><td>Die height</td><td>72.1 um</td></tr>
<tr><td>Die X</td><td>72.1 um</td></tr>
<tr><th colspan="2">CTS</th></tr>
<tr><td>Setup Buffers After CTS</td><td>0</td></tr>
<tr><td>Number of hold buffers added after CTS</td><td>0</td></tr>
<tr><td>CTS resizes</td><td>0</td></tr>
</table>
==> per-stage QoR <==
| stage | hold WS (ns) | setup WS (ns) | util [%] |
|---|---|---|---|
| floorplan | 0.371 | 1.34 | - |
| global placement | 0.381 | 1.07 | 62.5 |
| detailed placement | 0.388 | 1.07 | 62.5 |
==> synth_stat cells, drive strengths merged (3+ instances only) <==
library cell   n
a21boi         3
a21oi          9
a32o           9
a41o           3
and2           5
buf            5
dfxtp         27
dlxtp         16
edfxtp        16
ha            11
inv           12
mux2           7
mux2i          4
nand2         24
nand2b        15
nand3b         4
nor2          14
nor2b          6
nor3           3
o21ai          8
xnor2          5
==> kinds of logic after synthesis <==
family / share of synthesized area, %
flip-flops: 41.6
multiplexers: 6.83
AND/OR/NAND/NOR: 15.9
latches: 9.79
XOR/XNOR: 2.14
AND-OR/OR-AND: 14.1
buffers and inverters: 4.03
adder cells (fa/ha/maj): 5.61
